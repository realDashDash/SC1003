[design/flow/config.mk]
export PLATFORM = sky130hd
export DESIGN_NAME = segtoggle
export DESIGN_NICKNAME = segtoggle
export VERILOG_FILES = /design/flow/design.v
export SDC_FILE = /design/flow/constraint.sdc
export NUM_CORES = 4
export LEC_CHECK = 1
export CORE_UTILIZATION = 30
[design/flow/constraint.sdc]
current_design segtoggle

set clk_period 5.1
set clk_io_pct 0.2

create_clock -name clk0 -period $clk_period [get_ports {clk}]

set non_clock_inputs [all_inputs -no_clocks]
set_input_delay [expr $clk_period * $clk_io_pct] -clock clk0 $non_clock_inputs
set_output_delay [expr $clk_period * $clk_io_pct] -clock clk0 [all_outputs]
[design/flow/design.v]
`timescale 1ns / 1ps
module segtoggle(
    input [3:0] a,
    input [3:0] b,
    input clk,
    input rst,
    input sel,
    output reg [6:0] seg_L,
    output reg [3:0] anode_L     
    );
	wire [1:0] seg7_clk;
    wire [7:0] x, res;
	reg [19:0] count;      
    reg [3:0] selnum;
    always@(posedge(clk))
	   if (rst)         
		  count <= 20'b0;
	   else
		  count <= count+1'b1;
	assign seg7_clk = count[19:18];	   
	assign x = (sel) ? {benchNo_10, benchNo_1} : res;
    always @ *          
    begin
        anode_L=4'b1111;        
        case (seg7_clk)    
            	2'd0 :  begin
                        anode_L=4'b1110;
                        selnum = x[3:0];
                    end
            	2'd1 :  begin
                        anode_L=4'b1101;
                        selnum = x[7:4];
                    end
            	2'd2 :  begin
                        anode_L=4'b1111;     
                        selnum = 4'd0;
                    end
            	2'd3 :  begin
                        anode_L=4'b1111;     
                        selnum = 4'd0;
                    end
        endcase
    end
    wire [3:0] benchNo_10 = 4'd0;   
    wire [3:0] benchNo_1 = 4'd0;    
    assign res = a * b;    
    always @ *
        begin
            case(selnum)
                4'd0    : seg_L = 7'b100_0000;
                4'd1    : seg_L = 7'b111_1001;
                4'd2    : seg_L = 7'b010_0100;
                4'd3    : seg_L = 7'b011_0000;
                4'd4    : seg_L = 7'b001_1001;
                4'd5    : seg_L = 7'b001_0010;
                4'd6    : seg_L = 7'b000_0010;
                4'd7    : seg_L = 7'b111_1000;
                4'd8    : seg_L = 7'b000_0000;
                4'd9    : seg_L = 7'b001_0000;
                4'd10   : seg_L = 7'b000_1000;
                4'd11   : seg_L = 7'b000_0011;
                4'd12   : seg_L = 7'b100_0110;
                4'd13   : seg_L = 7'b010_0001;
                4'd14   : seg_L = 7'b000_0110;
                4'd15   : seg_L = 7'b000_1110;
                default : seg_L = 7'b111_1111;
            endcase
        end
endmodule
[design/flow/run.sh]
#!/bin/bash
# OpenROAD 26Q1-2900-gdf79404cd8, Yosys 0.63+post, stock flow scripts
make -C /OpenROAD-flow-scripts/flow DESIGN_CONFIG=/design/flow/config.mk WORK_HOME=/design/flow/orfs finish
==> impl_metrics.sql <==
-- implementation run metrics
INSERT INTO impl_metrics (metric_group, metric, value, unit) VALUES
('finish', 'largest_registers', 'count x20', ''),
('clock_tree', 'clkSinkCount', '20', ''),
('yosys', 'yosysTopAreaCell', 'sky130_fd_sc_hd__dfxtp_1', ''),
('clock_tree', 'cts-buffers-inserted', '3', ''),
('routing', 'vias', '1430', ''),
('yosys', 'dominantRegCellSynth', 'sky130_fd_sc_hd__dfxtp_1', ''),
('floorplan', 'fp-row-count', '26', ''),
('yosys', 'ys.flops', '20', ''),
('critical_path', 'critPathSlowestCell', 'sky130_fd_sc_hd__fa_1', ''),
('routing', 'drtPass1Iterations', '4', ''),
('placement', 'numPlacedInstances', '301', ''),
('sta', 'timing.final.crit_period', '5.08', 'ns'),
('yosys', 'number_of_enable_type_register_cells_in_the_synthesized_netlist', '0', ''),
('placement', 'port_buffers', '19', ''),
('yosys', 'syn-mean-instance-area', '8.49', 'um2'),
('clock_tree', 'cts_tree', 'done', ''),
('sta', 'timing.final.crit_share', '99.5', '%'),
('finish', 'final_layout_size_suffix_gt1_share', '37.4', '%'),
('yosys', 'top_area_cells_in_the_synthesized_netlist', 'sky130_fd_sc_hd__dfxtp_1, sky130_fd_sc_hd__ha_1, sky130_fd_sc_hd__xor2_1', ''),
('sta', 'timing.fmax', '0.197', 'GHz'),
('global_route', 'grt_pass1_vias', '1299', ''),
('finish', 'layoutNonFillerInstCount', '316', ''),
('routing', 'wirelength', '3.29', 'mm'),
('critical_path', 'path_cells', 'buf_8 > nand2_4 > fa_1 > fa_1 > inv_2 > ha_4 > a211o_1 > buf_4 > nand2_2 > a31oi_4 > buf_6 > buf_4 > ha_4 > inv_4 > mux2i_1 > mux2i_1 > dlygate4sd2_1', ''),
('floorplan', 'fp.dieW', '76.5', 'um'),
('yosys', 'synth_sequential_area_ratio', '24.1', '%'),
('routing', 'detailed_router_s_first_iteration_violation_count', '60', ''),
('critical_path', 'critical_path.n_buffers_inverters', '7', ''),
('critical_path', 'critPathCaptureType', 'output port', ''),
('yosys', 'synth-cells-yosys', '196', ''),
('clock_tree', 'clock_pin_slew_on_the_worst_setup_and_hold_paths', '0.06', 'ns'),
('global_route', 'pin_count_of_the_biggest_net_entering_global_routing', '21', ''),
('critical_path', 'cp_top_family', 'adder cells', ''),
('yosys', 'synth.yosys.warnings', '1', ''),
('sta', 'final_hold_viol_count', '0', ''),
('sta', 'setup_viol', '0', ''),
('floorplan', 'core-area', '5240', 'um2'),
('sta', 'worstMarginPinSlew', '0.680', 'ns'),
('critical_path', 'worst-path-max-fanout', '4', ''),
('routing', 'wl_per_cell', '10.4', 'um'),
('sta', 'fin_skew', '0.00244', 'ns'),
('finish', 'finish.instance_area', '2410', 'um2'),
('clock_tree', 'cts-root-buf', 'sky130_fd_sc_hd__clkbuf_8', ''),
('global_route', 'groute.usage.overall', '11.5', '%'),
('job', 'cap_violations', '0', ''),
('job', 'openroad.warnings', '31', ''),
('outcome', 'result_of_the_run', 'complete, no violations', ''),
('routing', 'post_route_drc_violation_count', '0', ''),
('yosys', 'mappedNetlistArea', '1660', 'um2'),
('critical_path', 'cp-start-kind', 'input port', ''),
('routing', 'detailed_route_vias_per_instance', '4.53', ''),
('finish', 'number_of_flip_flops_under_the_largest_register_name', '20', ''),
('yosys', 'async_flop_share', '0', '%'),
('floorplan', 'die-area', '5850', 'um2'),
('yosys', 'synthDistinctLibCells', '43', ''),
('power', 'power_leakage', '1.08', 'nW'),
('finish', 'top_register', 'count', ''),
('yosys', 'yosys_area', '1660', 'um2'),
('critical_path', 'required', '4.08', 'ns'),
('routing', 'antenna_cells_inserted', '0', ''),
('min_path', 'timing.hold.worst.class', 'flop to flop', ''),
('floorplan', 'die_outline_height', '76.5', 'um'),
('power', 'pwr_density_cell', '182', 'nW/um2'),
('power', 'ir_drop', '0.179', 'mV'),
('global_route', 'grt_pass1_wl', '5.60', 'mm'),
('routing', 'final_antenna_net_count', '0', ''),
('clock_tree', 'clock_insertion_delay_worst_skew', '0.25', 'ns'),
('yosys', 'syn-instance-count', '196', ''),
('critical_path', 'arrival_time_worst_endpoint', '4.06', 'ns'),
('placement', 'dpl.hpwl', '2.42', 'mm'),
('finish', 'dominant_logic_cell_types_in_the_final_layout', 'sky130_fd_sc_hd__buf_4, sky130_fd_sc_hd__nor2_1, sky130_fd_sc_hd__dfxtp_1', '');
-- final cells by class --
class	count	area, um2
well taps	70	87.6
fillers	498	2830
repair buffers	53	460
flip-flops and latches	20	400
inverters	10	40.0
multi-input cells	160	1380
clock buffers	3	41.3
-- per-stage QoR --
step	util (%)	TNS [ns]	setup slack, ns	hold WS, ns	power (W)
final	46.1	0	0.0243	0.447	0.000439
after global routing	46.1	-0.140	-0.115	0.472	0.000468
after CTS	45.1	0	0.00250	0.454	0.000435
after detailed placement	39.4	-5.63	-0.850	0.439	0.000303
after global placement	39.4	-5.70	-0.848	0.431	0.000304
after floorplan	-	0	0.207	0.418	0.000243
-- synth_stat cells, drive strengths merged, types with 5 or more instances --
cell    n
inv    10
ha     19
and3    5
xor2   12
a21oi   5
o21ai   6
and2   11
buf     5
xnor2   5
dfxtp  20
mux2i   7
nand2  19
nor2   24
nand3  10
-- worst paths after layout --
path	startpoint	end	slack (ns)	depth (start not counted)
max reg2reg	count[0]$_SDFF_PP0_	count[14]$_SDFF_PP0_	3.26	5
min reg2reg	count[0]$_SDFF_PP0_	count[0]$_SDFF_PP0_	0.45	1
max	b[1]	seg_L[3]	0.02	17
min	count[0]$_SDFF_PP0_	count[0]$_SDFF_PP0_	0.45	1
-- kinds of logic after synthesis --
| kind of cell | Yosys count | synth area share, % |
|---|---|---|
| AND-OR/OR-AND | 23 | 10.1 |
| other | 1 | 0.225 |
| flip-flops | 20 | 24.1 |
| adder cells (fa/ha/maj) | 23 | 19.1 |
| buffers and inverters | 17 | 5.04 |
| XOR/XNOR | 17 | 8.95 |
| multiplexers | 9 | 5.56 |
| AND/OR/NAND/NOR | 86 | 27.0 |
-- what timing repair did --
item                       4_1_cts  5_1_grt
buffers inserted                11        3
hold buffers                     0        0
setup endpoints to repair        7        7
pin swaps                       25        7
gates resized                   86       18
-- routing by layer --
layer | global-route usage (%) | part of all wire [%] | vias to the layer above
met5 | 0 | 0 | -
met2 | 17.3 | 46 | 14
met3 | 0.730 | 1.8 | 0
met4 | 0.577 | 0 | 0
met1 | 18.9 | 52 | 650
li1 | - | - | 766
-- power by group --
part / switching, W / internal [W] / total, W
registers: 0.00000154 / 0.000158 / 0.000160
logic: 0.0000774 / 0.000105 / 0.000182
clock network: 0.0000442 / 0.0000524 / 0.0000965
-- worst register-to-register path, delay by kind of cell (launching register included) --
family / cells / cell delay [ns]
compound gates: 1 / 0.14
fa+ha+maj: 1 / 0.23
flops: 1 / 0.35
simple gates: 3 / 1.05
No activity file was given, so power comes from the tool's default toggle rates.
