===== flow/design.v =====
module vaddoflow(
    input [3:0] a,
    input [3:0] b,
    output [6:0] seg_L,
    output oflow
    );
    wire [4:0] x;
    assign x = a + b;
    vsevenseg sevenseg (.x(x[3:0]), .seg_L(seg_L[6:0]));
    assign oflow = x[4];
endmodule
module vsevenseg(
    input [3:0] x,
    output reg [6:0] seg_L
    );
    always @ *
        begin
            case(x)
                4'd0    : seg_L = 7'b100_0000;
                4'd1    : seg_L = 7'b111_1001;
                4'd2    : seg_L = 7'b010_0100;
                4'd3    : seg_L = 7'b011_0000;
                4'd4    : seg_L = 7'b001_1001;
                4'd5    : seg_L = 7'b001_0010;
                4'd6    : seg_L = 7'b000_0010;
                4'd7    : seg_L = 7'b111_1000;
                4'd8    : seg_L = 7'b000_0000;
                4'd9    : seg_L = 7'b001_0000;
                4'd10   : seg_L = 7'b000_1000;
                4'd11   : seg_L = 7'b000_0011;
                4'd12   : seg_L = 7'b100_0110;
                4'd13   : seg_L = 7'b010_0001;
                4'd14   : seg_L = 7'b000_0110;
                4'd15   : seg_L = 7'b000_1110;
                default : seg_L = 7'b111_1111;
            endcase
        end
endmodule

===== flow/run.sh =====
#!/bin/bash
# OpenROAD 26Q1-2900-gdf79404cd8, Yosys 0.63+post, stock flow scripts
make -C /OpenROAD-flow-scripts/flow DESIGN_CONFIG=/design/flow/config.mk WORK_HOME=/design/flow/orfs finish

===== flow/config.mk =====
export PLATFORM = sky130hd
export DESIGN_NAME = vaddoflow
export DESIGN_NICKNAME = vaddoflow
export VERILOG_FILES = /design/flow/design.v
export SDC_FILE = /design/flow/constraint.sdc
export NUM_CORES = 4
export LEC_CHECK = 1
export CORE_AREA = 10 10 70 70
export DIE_AREA = 0 0 80 80

===== flow/constraint.sdc =====
current_design vaddoflow

set clk_period 3.4
set clk_io_pct 0.2

create_clock -name clk0 -period $clk_period

set non_clock_inputs [all_inputs -no_clocks]
set_input_delay [expr $clk_period * $clk_io_pct] -clock clk0 $non_clock_inputs
set_output_delay [expr $clk_period * $clk_io_pct] -clock clk0 [all_outputs]

==> results_slide.txt <==
Synthesis and Place & Route Summary

Route
  – DR vias: approximately 550
  – Wire length per cell: 10.5 um
  – Highest Signal Layer: met3
  – DR iter-0 viols: 28
  – Routed WL: ~1500 um
  – Met2 WL: 720 um
  – Number of antenna diodes: 0
  – Metal1 wirelength: between 600 and 700 um
  – Initial DRT Pass Iterations: 4
  – DRC Markers: 0
  – WL met3: 57 um
  – Vias per cell: 3.90
  – Antenna violation net count after detailed routing: 0

Synthesis
  – Top logic family: adder cells
  – Post-synthesis simple-gate area fraction: 0.182
  – Unique cell type count in the Yosys netlist: 28
  – Cells after Synth: 62
  – Yosys chip area: 480 um2
  – Post-Syn Area: 480 um2
  – Top cells by area, synth: ha_1 26%, mux2i_1 13%, a21oi_1 6.3%
  – Complex Gates by Area: 0.250
  – Synth area leader: ha_1
  – Synthesized area per cell: 7.75 um2
  – Synth Seq Share: 0
  – Synth mux share: 0.125
  – Cell count in the Yosys report: 62
  – Dominant cell area share: 0.260
  – Adder Share, Synth: 0.302
  – Synth Warn #: 1
  – Xor/xnor share: 0.0521

Global route
  – Via count of the first global-routing pass: 533
  – Initial antenna violation count: 0
  – First-pass GRT wire length: 2320 um
  – GR Util All Layers: 0.0415
  – Largest net degree at the start of global routing: 8
  – Gr ovfl total: 0

Floorplanning
  – Init Core Util: 0.141
  – Die X: roughly 80 um
  – Core Rows: 21
  – I/O pin count: 16
  – Core area: approximately 3400 um2
  – Die height: 80 um
  – Die ar.: 6400 um2

Worst hold path
  – HP Start: b[1]
  – Hold Crit Class: input port to output pin

Final timing
  – Final Hold Slack: roughly 2.2 ns
  – Period Utilization, post-route: 0.974
  – Final hold vios: 0
  – FMAX: 0.302 GHz
  – Final min period: ~3.3 ns
  – Final Slew Violations: 0
  – Relative slew slack: 0.810
  – RSZ-0062 raised after global routing: false
  – # setup viols final: 0
  – Worst slew pin tran: between 0.2 and 0.3 ns

Setup path
  – Data arrival time of the critical path: 2.63 ns
  – Worst Path Max Fanout: 3
  – Worst setup SP type: input port
  – Crit. End Element: output pin
  – CP Data Required Time: 2.72 ns
  – Worst Setup SP: a[0]
  – Critical path type: input port to output pin

Flow run
  – Max_cap viols: 0
  – Log Warnings: 38

Place
  – Placer congestion estimate: 0.836
  – HPWL Detailed: between 1000 and 1500 um
  – # port buffers: 16

Clock network
  – Hold-fix buffers, CTS: 0

Layout
  – Most frequent logic cell in the layout: buf_4
  – Gate Area: 529 um2
  – Register Area: 0 um2
  – Flops: 0
  – # clk buffers: 0
  – Share of layout cells above drive strength 1: 0.394
  – Post-Route Utilization: 0.268
  – Fillers: 366
  – Area grow syn2layout: 90.9%
  – Top Layout Cells: 14 x buf_4, 6 x inv_1, 6 x mux2i_1, 6 x ha_1, 5 x clkdlybuf4s50_1

Status
  – Status: complete, no violations

Power and ir drop
  – Maximum VDD drop: 0.0695 mV
  – Leak pwr: 0.426 nW
  – Pwr dens: ~240 nW/um2
## per-stage QoR
stage	cells	instance area (um2)	setup slack, ns	setup TNS, ns	power, W
3_3_place_gp	136	791	-0.498	-2.67	0.000193
3_5_place_dp	136	791	-0.504	-2.77	0.000194
4_1_cts	139	877	-0.0655	-0.0655	0.000205
2_1_floorplan	62	480	0.363	0	0.0000950
6_report	140	917	0.0869	0	0.000216
5_1_grt	140	917	0.0129	0	0.000239
## cells in the mapped netlist
master	number
ha_1	10
inv_1	8
a21oi_1	6
mux2i_1	6
nand2_1	4
nor2_1	4
a21oi_2	2
nor3_1	2
a2111oi_1	1
a211oi_1	1
a21o_1	1
a311oi_1	1
and2_0	1
and3_4	1
buf_2	1
buf_4	1
fa_1	1
nand2b_1	1
nand3_1	1
nor2_4	1
o2111a_1	1
o211ai_1	1
o21ai_0	1
o21bai_1	1
o31ai_1	1
or4_1	1
xnor2_1	1
xor2_2	1
## report_power, final
part	internal, W	switching [W]	leakage (nW)
clock	0	0	0
combinational	0.000120	0.0000958	0.426
sequential	0	0	0
## area by class of cell
cell class                      instances  share of cell area
Tap cell                               46              0.0628
Inverter                                8              0.0327
Multi-Input combinational cell         52               0.577
Timing Repair Buffer                   34               0.327
## logic make-up (layout without fill, tap and decap cells)
group,Yosys count,count (layout)
AOI/OAI and AO/OA,17,17
and+or+nand+nor,16,16
adders and majority gates,11,11
buffers and inverters,10,42
muxes,6,6
xor gates and xnor gates,2,2
## repair_timing
action | CTS | global route
gates resized | 31 | 8
pin swaps | 7 | 8
buffers inserted | 3 | 1
endpoints found under the setup margin | 7 | 6
## per-layer routing
layer	track usage	vias up
li1	-	285
met1	0.0559	253
met2	0.0730	8
met3	0.00455	0
met4	0	0
met5	0	-
## critical path: stages
cell             delay (ns)
clkdlybuf4s15_1        0.17
ha_2                   0.18
inv_2                  0.04
fa_2                   0.60
inv_2                  0.07
ha_4                   0.16
or4_1                  0.49
o2111a_1               0.14
buf_2                  0.11
## worst paths after layout
kind,endpoint,slack [ns],cells after the start
hold / removal,seg_L[6],2.17,7
setup / recovery,seg_L[3],0.09,9
No activity file was given, so power comes from the tool's default toggle rates.
